==> design/flow/design.v <==
`timescale 1ns / 1ps
module Async_Fifo
	#(
		parameter DATA_WIDTH=8,
					 FIFO_DEPTH_WIDTH=11   
	)
	(
	input wire rst_n,
	input wire clk_write,clk_read,  
	input wire write,read, 
	input wire [DATA_WIDTH-1:0] data_write,  
	output [DATA_WIDTH-1:0] data_read,  
	output reg full,empty,  
	output reg[FIFO_DEPTH_WIDTH-1:0] data_count_w,data_count_r  
    );
	 localparam FIFO_DEPTH=2**FIFO_DEPTH_WIDTH;
	 reg[FIFO_DEPTH_WIDTH:0] w_ptr_q=0;  
	 reg[FIFO_DEPTH_WIDTH:0] r_ptr_sync;  
	 reg[FIFO_DEPTH_WIDTH:0] r_grey_sync;  
	 reg[3:0] i;  
	 wire[FIFO_DEPTH_WIDTH:0] w_grey,w_grey_nxt;  
	 wire we;
	 assign w_grey=w_ptr_q^(w_ptr_q>>1);  
	 assign w_grey_nxt=(w_ptr_q+1'b1)^((w_ptr_q+1'b1)>>1);   
	 assign we= write && !full; 
	 always @(posedge clk_write,negedge rst_n) begin
		if(!rst_n) begin
			w_ptr_q<=0;
			full<=0;
		end
		else begin
			if(write && !full) begin  
				w_ptr_q<=w_ptr_q+1'b1; 
				full <= w_grey_nxt == {~r_grey_sync[FIFO_DEPTH_WIDTH:FIFO_DEPTH_WIDTH-1],r_grey_sync[FIFO_DEPTH_WIDTH-2:0]};  
			end
			else full <= w_grey == {~r_grey_sync[FIFO_DEPTH_WIDTH:FIFO_DEPTH_WIDTH-1],r_grey_sync[FIFO_DEPTH_WIDTH-2:0]}; 
			for(i=0;i<=FIFO_DEPTH_WIDTH;i=i+1) r_ptr_sync[i]=^(r_grey_sync>>i);  
			data_count_w <= (w_ptr_q>=r_ptr_sync)? (w_ptr_q-r_ptr_sync):(FIFO_DEPTH-r_ptr_sync+w_ptr_q);  
		end							
	 end
	 reg[FIFO_DEPTH_WIDTH:0] r_ptr_q=0;  
	 reg[FIFO_DEPTH_WIDTH:0] w_ptr_sync;  
	 reg[FIFO_DEPTH_WIDTH:0] w_grey_sync;  
	 wire[FIFO_DEPTH_WIDTH:0] r_grey,r_grey_nxt;  
	 wire[FIFO_DEPTH_WIDTH:0] r_ptr_d;
	 assign r_grey= r_ptr_q^(r_ptr_q>>1);   
	 assign r_grey_nxt= (r_ptr_q+1'b1)^((r_ptr_q+1'b1)>>1);  
	 assign r_ptr_d= (read && !empty)? r_ptr_q+1'b1:r_ptr_q;
	 always @(posedge clk_read,negedge rst_n) begin
		if(!rst_n) begin
			r_ptr_q<=0;
			empty<=1;
		end
		else begin
			r_ptr_q<=r_ptr_d;
			if(read && !empty) empty <= r_grey_nxt==w_grey_sync; 
			else empty <= r_grey==w_grey_sync; 
			for(i=0;i<=FIFO_DEPTH_WIDTH;i=i+1) w_ptr_sync[i]=^(w_grey_sync>>i);  
			data_count_r = (w_ptr_q>=r_ptr_sync)? (w_ptr_q-r_ptr_sync):(FIFO_DEPTH-r_ptr_sync+w_ptr_q);  
		end
	 end
	 reg[FIFO_DEPTH_WIDTH:0] r_grey_sync_temp;
	 reg[FIFO_DEPTH_WIDTH:0] w_grey_sync_temp;
	 always @(posedge clk_write) begin  
		r_grey_sync_temp<=r_grey; 
		r_grey_sync<=r_grey_sync_temp;
	 end
	 always @(posedge clk_read) begin  
		w_grey_sync_temp<=w_grey;
		w_grey_sync<=w_grey_sync_temp;
	 end
	dual_port_sync #(.ADDR_WIDTH(FIFO_DEPTH_WIDTH) , .DATA_WIDTH(DATA_WIDTH)) m0
	(
		.clk_r(clk_read),
		.clk_w(clk_write),
		.we(we),
		.din(data_write),
		.addr_a(w_ptr_q[FIFO_DEPTH_WIDTH-1:0]),  
		.addr_b(r_ptr_d[FIFO_DEPTH_WIDTH-1:0] ),  
		.dout(data_read)
	);
endmodule
module dual_port_sync
	#(
		parameter ADDR_WIDTH=11,  
					 DATA_WIDTH=8
	)
	(
		input wire clk_r,
		input wire clk_w,
		input wire we, 
		input wire[DATA_WIDTH-1:0] din,
		input wire[ADDR_WIDTH-1:0] addr_a,addr_b,  
		output wire[DATA_WIDTH-1:0] dout
	);
	reg[DATA_WIDTH-1:0] ram[2**ADDR_WIDTH-1:0];
	reg[ADDR_WIDTH-1:0] addr_b_q;
	always @(posedge clk_w) begin
		if(we) ram[addr_a]<=din;
	end
	always @(posedge clk_r) begin
		addr_b_q<=addr_b;	
	end
	assign dout=ram[addr_b_q];
endmodule
==> design/flow/run.sh <==
#!/bin/bash
# OpenROAD 26Q1-2900-gdf79404cd8, Yosys 0.63+post, stock flow scripts
make -C /OpenROAD-flow-scripts/flow DESIGN_CONFIG=/design/flow/config.mk WORK_HOME=/design/flow/orfs finish
==> design/flow/config.mk <==
export PLATFORM = sky130hd
export DESIGN_NAME = Async_Fifo
export DESIGN_NICKNAME = Async_Fifo
export VERILOG_FILES = /design/flow/design.v
export SDC_FILE = /design/flow/constraint.sdc
export NUM_CORES = 4
export LEC_CHECK = 1
export CORE_UTILIZATION = 30
export SYNTH_MEMORY_MAX_BITS = 65536
==> design/flow/constraint.sdc <==
current_design Async_Fifo

set clk_period 357.0
set clk_io_pct 0.2

create_clock -name clk0 -period $clk_period [get_ports {clk_read}]
create_clock -name clk1 -period $clk_period [get_ports {clk_write}]

set non_clock_inputs [all_inputs -no_clocks]
set_input_delay [expr $clk_period * $clk_io_pct] -clock clk0 $non_clock_inputs
set_output_delay [expr $clk_period * $clk_io_pct] -clock clk0 [all_outputs]
==> flow_metrics.py <==
# Synthesis and PnR figures
metrics = {
    "critical_path": {
        "reg2reg_depth": 11,
        "r2r-start": "w_ptr_q[4]$_DFFE_PN0P_",
        "path_class": "reg -> out",
        "end_kind": "primary output",
        "crit_required_ns": 285.60,
        "start_kind": "flop",
        "r2r-end": "m0.ram[938][5]$_DFFE_PP_",
        "crit_chain": "buf_4 > buf_4 > buf_12 > buf_4 > buf_4 > buf_4 > buf_4 > buf_4 > mux4_2 > mux4_2 > mux4_2 > mux4_2 > o22ai_1 > nor4_2 > buf_4 > clkdlybuf4s50_1",
        "cp_data_arrival_time_ns": 10.38,
        "cp_max_fo": 57,
        "reg2reg_setup_slack_ns": 351.41,
        "cpMostUsedCell": "buf_4",
        "crit_path_max_incr_delay_ns": 0.82,
        "critPathSlowestCell": "dfxtp_4",
    },
    "global_routing": {
        "grt_pass1_vias": 321227,
        "grt_usage": 0.166,
        "grt_start_max_net_pins": 141,
        "grt_pass1_wl_um": 2350000,
        "antenna_found_initial": 190,
        "gr-total-overflow": 0,
    },
    "timing": {
        "timing.max_slew.rel_slack": 0.0823,
        "finalMaxSlewViolations": 0,
        "clock_skew_ns": 0.142,
        "hold_viol": 0,
        "tightest_slew_ns": 1.37,
        "setup_viol": 0,
        "finalSetupTns_ns": 0,
        "rsz0062_at_grt": "no",
    },
    "placed_design": {
        "io_buffer_count": 43,
        "hpwlAfterDp_um": 1030000,
        "gp_congestion": 0.861,
    },
    "detailed_routing": {
        "first_pass_iters": 5,
        "drcViolationCount": 0,
        "wl_per_cell_um": 28.8,
        "drtIter0Drc": 18223,
        "viasPerCell": 4.94,
        "drt_wl_total_um": 1650000,
        "ant_nets": 0,
        "dr_total_vias": 283208,
    },
    "synthesis": {
        "common_cells": "edfxtp_1 (16.4k), mux4_2 (5,440), nor2_1 (2,086)",
        "yosysMostFrequentCell": "edfxtp_1",
        "synth_seq_share": 0.779,
        "async_flop_share": 0.00158,
        "yosys_cells": 26224,
        "synth_top_area_share": 0.776,
        "synthCells": 26224,
        "ys_warn_count": 2,
        "top_cells_by_area": "edfxtp_1 (78%), mux4_2 (19%), nor2_1 (1.2%)",
        "yosysChipArea_um2": 635000,
        "synth.distinct_cells": 44,
        "synthFlopType": "edfxtp_1",
        "ys_ff": 16502,
        "yosysTopAreaCell": "edfxtp_1",
        "syn_avg_cell_area_um2": 24.2,
        "syn_area_um2": 635000,
        "edf_count": 16417,
    },
    "power": {
        "p_total_w": 0.00549,
        "power_leakage_nw": 217,
        "ir_drop_mv": 0.00899,
        "power_density_nw_per_um2": 7.54,
    },
    "floorplanning": {
        "initial_core_util": 0.301,
        "io_pins": 45,
        "rows": 534,
        "core_um2": 2110000,
        "die_h_um": 1460,
        "die_w_um": 1460,
        "die_area_um2": 2120000,
    },
    "cells_and_area": {
        "drive_gt1_frac": 0.315,
        "layout-area-overhead-vs-synth_pct": 14.6,
    },
    "job": {
        "max_cap_violations": 0,
        "warnings": 90,
    },
    "cts": {
        "hold_buffers": 16,
        "clk_pin_slew_ns": 0.10,
        "cts_tree": "built",
        "postCtsSetupRepairBufs": 0,
        "cts_resized": 0,
        "cts.sinks": 16502,
    },
    "hold_path": {
        "hold_depth": 1,
        "hp-class": "reg -> reg",
        "worstHoldStart": "r_ptr_q[11]$_DFFE_PN0P_",
        "hold_end": "r_grey_sync_temp[11]$_DFF_P_",
    },
    "outcome": {
        "status": "complete, no violations",
    },
}
==> worst max-delay path, delay by kind of cell, from the launching register on <==
family | cells | cell delay (ns)
flip-flops | 1 | 0.82
AND-OR/OR-AND | 1 | 0.47
AND/OR/NAND/NOR | 1 | 0.28
multiplexers | 4 | 2.55
buffers and inverters | 10 | 5.55
==> registers in the layout (all words and copies together) (netlist names) <==
signal / flops
r_ptr_q: 12
data_count_r: 11
w_ptr_q: 12
w_grey_sync_temp: 12
w_grey_sync: 12
r_ptr_sync: 11
m0.addr_b_q: 11
r_grey_sync: 12
r_grey_sync_temp: 12
full: 1
m0.ram: 16384
data_count_w: 11
empty: 1
==> placed cells by master, fill, tap and decap left out, types with 7 or more instances in the layout <==
cell and n:
a21oi_1 15, buf_12 33, buf_16 8, buf_4 1252, bufinv_16 147, clkbuf_1 295, clkbuf_16 1693, clkdlybuf4s50_1 34
clkinv_1 378, clkinv_2 311, clkinv_4 13, clkinv_8 11, clkinvlp_4 62, dfrtp_1 25, dfxtp_1 51, dfxtp_4 8
diode_2 327, dlygate4sd3_1 16, edfxtp_1 16417, ha_1 49, inv_1 40, inv_6 20, mux4_2 5440, nand2_1 113
nand3_1 29, nand3_4 16, nor2_1 2085, nor2b_4 7, nor4_2 7, o21ai_0 28, o22ai_1 30, or2_4 16
xnor2_1 70, xor2_1 39
==> how the worst max path moves through the flow <==
| stage | start | endpoint | slack [ns] | cells after the start |
|---|---|---|---|---|
| final | m0.addr_b_q[0]$_DFF_P_ | data_read[5] | 275.22 | 16 |
| after CTS | m0.addr_b_q[0]$_DFF_P_ | data_read[5] | 274.80 | 16 |
| after global routing | m0.addr_b_q[0]$_DFF_P_ | data_read[5] | 274.40 | 16 |
==> cell type report <==
type	instances	area, um^2
multi-input combinational	8025	134000
antenna	327	818
clock inverter	950	8480
sequential	16502	495000
tap	28140	35200
fill	190260	1380000
clock buffer	1992	43500
timing repair buffer	1347	10800
inverter	40	150
==> through the flow <==
step / cells / instance area (um^2) / hold WS (ns) / utilization / setup slack [ns]
final: 57323 / 728000 / 0.129 / 0.345 / 275.22
after global routing: 57119 / 728000 / 0.138 / 0.344 / 274.40
after CTS: 56992 / 727000 / 0.0528 / 0.344 / 274.80
after detailed placement: 54034 / 675000 / 0.312 / 0.320 / 275.24
after global placement: 54034 / 675000 / 0.312 / 0.320 / 275.27
after floorplan: 26224 / 635000 / 0.310 / - / 282.23
==> power breakdown <==
part           leakage (nW)  switching (W)  internal [W]  total (W)
sequential              148      0.0000148       0.00214    0.00216
clock                  25.4       0.000713      0.000970    0.00168
combinational          43.1       0.000933      0.000716    0.00165
==> logic make-up after synthesis <==
group	Yosys count	synth area share
XOR/XNOR	118	0.00169
AND/OR/NAND/NOR	2325	0.0141
flip-flops	16502	0.779
buffers and inverters	1697	0.0107
multiplexers	5442	0.193
adder cells (fa/ha/maj)	50	0.000996
AND-OR/OR-AND	90	0.000835
==> routing by layer <==
metal | vias up | GRT usage | share of wire
met2 | 19188 | 0.246 | 0.46
met3 | 2800 | 0.161 | 0.21
li1 | 115533 | - | -
met4 | 249 | 0.0511 | 0.037
met1 | 145438 | 0.160 | 0.29
met5 | - | 0.0149 | 0.0028
Power and IR drop assume default switching activity.
